--- design.v ---
module encode(
    info_bits,
    generator,
    codeword,
    clk,
    i_en
);
parameter N = 6;
parameter K = 3;
input clk, i_en;
input [K-1:0] info_bits;
input [(K*N)-1:0] generator;
output reg [N-1:0] codeword;
always @(posedge clk)
begin
    if(i_en)
    begin: gen
        integer i, j;
        for(i = 0; i < N; i=i+1) begin
            codeword[i] = 0;
            for(j = 0; j < K; j=j+1) begin
                codeword[i] = codeword[i] ^ (info_bits[j] & generator[j*N + i]);
            end
        end
    end
end
endmodule
module top(
    info_bits,
    generator,
    codeword,
    clk,
    i_en
);
parameter N = 11;
parameter K = 6;
input clk, i_en;
input [K-1:0] info_bits;
input [(K*N)-1:0] generator;
output [N-1:0] codeword;
encode #(.N(N), .K(K)) enc(
    .info_bits(info_bits),
    .generator(generator),
    .codeword(codeword),
    .clk(clk),
    .i_en(i_en)
);
endmodule
--- constraint.sdc ---
current_design top

set clk_period 1.3
set clk_io_pct 0.2

create_clock -name clk0 -period $clk_period [get_ports {clk}]

set non_clock_inputs [all_inputs -no_clocks]
set_input_delay [expr $clk_period * $clk_io_pct] -clock clk0 $non_clock_inputs
set_output_delay [expr $clk_period * $clk_io_pct] -clock clk0 [all_outputs]
--- config.mk ---
export PLATFORM = sky130hd
export DESIGN_NAME = top
export DESIGN_NICKNAME = top
export VERILOG_FILES = /design/flow/design.v
export SDC_FILE = /design/flow/constraint.sdc
export NUM_CORES = 4
export LEC_CHECK = 1
export CORE_AREA = 10 10 92 92
export DIE_AREA = 0 0 102 102
--- run.sh ---
#!/bin/bash
# OpenROAD 26Q1-2900-gdf79404cd8, Yosys 0.63+post, stock flow scripts
make -C /OpenROAD-flow-scripts/flow DESIGN_CONFIG=/design/flow/config.mk WORK_HOME=/design/flow/orfs finish
==> deck_impl_summary.md <==
Synthesis and Place & Route Summary

Yosys
  – Post-synth EDFFs: 11
  – Top cell area share: 26.7%
  – Ys cells: 127
  – Mapped Area: 1240 um2
  – Cell with the most instances after synthesis: nand2_1
  – Synth warn: 1
  – Avg Cell Area, Syn: 9.74 um2
  – Commonest flop: edfxtp_1
  – Mapped Cells: 127
  – Synth top cells by count: nand2_1 (66), xnor2_1 (23), edfxtp_1 (11), xnor3_1 (11), xnor2_2 (10)
  – Synth area leaders: edfxtp_1 (27%), nand2_1 (20%), xnor3_1 (20%), xnor2_1 (16%), xnor2_2 (13%)
  – Async set-reset flop share out of synthesis: 0%
  – Distinct lib cells: 8
  – Yosys stat chip area: 1240 um2
  – Register bit total from synthesis: 11
  – Seq share, synth: 26.7%
  – Synth area leader: edfxtp_1

Placed design
  – Buffers on Ports: 84
  – Post-DP Area: 2260 um2
  – GPL Wtd Cong: 0.804
  – Placed wire-length estimate: 3.65 mm

Final layout
  – Logic area: 1120 um2
  – P&R area growth vs syn: 117%
  – Fill count: 603
  – Max FFs per register: 11
  – Final Util: 41.6%
  – Proportion of layout cells with a drive suffix above 1: 41.4%
  – Cell area after layout: 2690 um2
  – Register area: 330 um2

Routing
  – DRT Pass-1 Iters: 2
  – Initial DRC Count: 29
  – WL per Instance: 15.9 um
  – Ant. Diodes: 0
  – Antenna-violating nets left: 0
  – Vias per Instance: 4.01
  – DRC: 0
  – Vias post-DR: 1,220
  – DRT Wirelength: 4.85 mm

Floorplan
  – Starting Density: 19.2%
  – FP Rows: 29
  – Core Footprint: 6460 um2
  – Chip area: 10,400 um2
  – Die width: 102 um
  – I/O pins: 85
  – Die height: 102 um

Critical path
  – Crit path DAT: 1.27 ns
  – Crit-path max FO: 1
  – Worst setup SP type: input port
  – Critical path class: input port to flip-flop
  – Critical path endpoint category: flip-flop
  – Crit path launch: generator[60]
  – WP data required: 1.29 ns
  – Critical Path End: enc.codeword[5]$_DFFE_PP_

Global route
  – Grt ovf: 0
  – Vias in the first global route: 1,285
  – Gr usage total: 8.87%
  – First-pass GRT wire length: 6.92 mm
  – Initial antenna violation count: 0
  – Largest net degree at the start of global routing: 12

Status
  – Run status: completed

Power
  – Design Power: 1.75 mW
  – Peak supply drop: 309 uV
  – LEAKAGE: 1.42 nW
  – Pwr dens: 653 nW/um2

STA
  – Slew @ Worst Pin: 0.191 ns
  – Final Max Tran Viols: 0
  – Minimum clock period: 1.29 ns
  – Tcrit/Tclk final: 99.0%
  – Final hold viol count: 0
  – Final setup violation count: 0
  – Slew margin rel.: 87.2%
  – Peak Freq: 777 MHz

Clock tree
  – CTS root buf: clkbuf_8
  – TritonCTS clock tree: yes
  – Clock tree buffer depth: 2
  – CTS buffer count: 3
  – CTS HTree Levels: 1
  – Clock slew at reported path FFs: 0.06 ns
  – CTS Sinks: 11

Job
  – MaxCap Viol Count: 0
  – Tool warning count: 25

Min path
  – Hold Crit Class: input port to flip-flop
[layout by cell type, fill, tap and decap left out, drive strengths merged]
cell,Yosys,layout
bufbuf,0,2
dlygate4sd2,0,38
xnor2,33,33
clkdlybuf4s15,0,1
dlymetal6s2s,0,16
clkbuf,0,4
clkdlybuf4s50,0,25
xnor3,11,11
nand2,66,66
buf,6,20
edfxtp,11,11
[power by group]
part	switching, mW	internal (mW)
logic	0.280	0.607
registers	0.0144	0.495
clock network	0.142	0.216
total	0.436	1.32
[kinds of logic after synthesis]
group         Yosys count  share of synthesized area [%]
xor+xnor               44                           49.4
buf+inv                 6                           3.84
flops                  11                           26.7
simple gates           66                           20.0
[critical path: stages]
cell,delay [ns]
clkdlybuf4s50_1,0.46
nand2_1,0.09
xnor2_2,0.15
xnor3_1,0.32
[stage by stage]
stage               hold slack, ns  instances  setup TNS, ns  worst slack [ns]
floorplan                    0.372        127              0            0.0803
detailed placement            1.03        291          -5.43            -0.510
global route                 0.633        304        -0.0344           -0.0272
global placement              1.03        291          -5.22            -0.495
finish                       0.611        304              0            0.0127
CTS                          0.713        304              0          0.000220
[per-layer routing]
layer	part of all wire, %	track usage, %	up-vias
li1	-	-	601
met1	40	10.8	565
met2	49	14.4	50
met3	10	4.29	4
met4	1.1	1.19	0
met5	0	0	-
[timing repair]
item	in CTS	in global routing
endpoints found under the setup margin	22	10
setup buffers	7	0
hold buffers	0	0
pin swaps	52	30
resized	95	48
gates cloned	2	0
[final cells by class]
cell class / instances / share of cell area (%)
Multi-Input combinational cell: 110 / 41.6
Timing Repair Buffer: 102 / 40.9
Sequential cell: 11 / 12.3
Tap cell: 77 / 3.58
Clock buffer: 4 / 1.68
[how the worst min path moves through the flow]
stage / start / end / slack, ns / cells after the start
after CTS: generator[41] / enc.codeword[8]$_DFFE_PP_ / 0.71 / 4
after global routing: generator[50] / enc.codeword[6]$_DFFE_PP_ / 0.63 / 4
final: generator[59] / enc.codeword[4]$_DFFE_PP_ / 0.61 / 4
Power and IR drop assume default switching activity.
