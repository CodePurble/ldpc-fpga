[/design/flow/config.mk]
export PLATFORM = sky130hd
export DESIGN_NAME = memory
export DESIGN_NICKNAME = memory
export VERILOG_FILES = /design/flow/design.v
export SDC_FILE = /design/flow/constraint.sdc
export NUM_CORES = 4
export LEC_CHECK = 1
export CORE_UTILIZATION = 30
[/design/flow/constraint.sdc]
current_design memory

set clk_period 1.5
set clk_io_pct 0.2

create_clock -name clk0 -period $clk_period [get_ports {clk}]

set non_clock_inputs [all_inputs -no_clocks]
set_input_delay [expr $clk_period * $clk_io_pct] -clock clk0 $non_clock_inputs
set_output_delay [expr $clk_period * $clk_io_pct] -clock clk0 [all_outputs]
[/design/flow/design.v]
module memory(
    clk,
    addr,
    rw,  
    o_en,
    data_out,
    data_in
);
parameter ADDR_W = 3;
parameter DATA_W = 5;
input [ADDR_W-1:0] addr;
input clk, o_en, rw;
input [DATA_W-1:0] data_in;
output reg [DATA_W-1:0] data_out;
reg [DATA_W-1:0] mem [0:(2**ADDR_W)];
always @(posedge clk)
begin
    if(~rw) begin
        if(~o_en) begin
            data_out = 'hz;
        end
        else begin
            data_out <= mem[addr];
        end
    end
    else begin
        mem[addr] <= data_in;
    end
end
endmodule
[/design/flow/run.sh]
#!/bin/bash
# OpenROAD 26Q1-2900-gdf79404cd8, Yosys 0.63+post, stock flow scripts
make -C /OpenROAD-flow-scripts/flow DESIGN_CONFIG=/design/flow/config.mk WORK_HOME=/design/flow/orfs finish
==> run notes <==
yosys + openroad results -> worst path buffer plus inverter count=3, Hold Crit Depth=2, total power=around 2.4 mW, Worst Path Arrival=1410 ps, ys cells=about 110, CP Capture Type=register, EDFF count, synth=45, Post-synth top cells=edfxtp_1 (45), nor2_1 (8), mux2_1 (5), nand2b_1 (5), DR vias=1070, Post-CTS Setup Inserts=0, Slew headroom=71.9%, max cap viols=0, HP Start=mem[7][1], Area contributors post-synth=edfxtp_1 (74%), mux2_1 (3.1%), mux2i_1 (2.2%), nand2b_1 (1.7%), nor2_1 (1.6%), TritonCTS Buffers=5, Mux area share=between 7 and 8%, ao+oa area frac=about 8%, root buffer cell=clkbuf_8, Reg-to-Reg Start=mem[0][3], hold path endpoint=data_out[1], Hold Buf Count CTS=0, final design utilization=between 30 and 40%, cell count after placement=211, Syn Area/Cell=17.0 um^2, Netlist cell types=29, drt total wl=3.38 mm, Filler Cell Count=521, Worst VDD drop=~0.35 mV, Core Rows=28, n_diodes=0, outcome=finished, final reports clean, Synth Warn #=2, Sink Count=45, CORE AREA=0.00589 mm^2, chip width=between 70 and 80 um, Largest type area fraction=74.1%, dpl ws=-420 ps, Die ar.=0.00639 mm^2, Synth Seq Share=74.1%, Startpoint Class=input port, clock skew=approximately 5.5 ps, Basic Gates by Area=approximately 7.3%, Yosys top cell by area=edfxtp_1, TritonCTS clock tree=yes, dpl hpwl=2.22 mm, FF+latch count, synth=roughly 45, via count of the first global-routing pass=1081, GR Overflow Total=0, async set or reset register ratio after synthesis=0%, layout cells sized above 1=a little over a quarter, Top delay family on crit path=buffers and inverters, clock-pin slew on the worst setup and hold paths=roughly 70 ps, pin count of the biggest net entering global routing=14, post-synthesis adder-cell area fraction=0%, area grow syn2layout=29.0%, Slowest cell on crit path=bufbuf_16, number of vias per cell=4.84, worst hold path type=register to register, Fmax=around 710 MHz, tool warnings=26, die span in y=~80 um, worst stage delay on the critical path=290 ps, Latency at later pin=290 ps, Iter 0 DRT Violations=91, Most used DFF post-synth=edfxtp_1, global-route wire length before repair=5.40 mm, Overall Global Routing Usage=around an eighth, xor+xnor area frac=0%, final setup violation count=0, critical path class=input port to register, Pre-antenna DRT Iters=4, I/O Buffers=14, most common cell in the netlist=edfxtp_1, unrepaired setup endpoints after global routing=false, CP required=roughly 1500 ps, Worst Tran Pin Value=~420 ps, I/O pins=16, CP max FO=9, r2r setup slk=200 ps, fp_density=between 30 and 40%, pwr/cell area=1000 mW/mm^2, WL/cell=between 15 and 20 um, chip area estimate from yosys synthesis=about 0.0018 mm^2, R2R depth=3, clk buf depth=2, Finished Layout Cells=approximately 220, cycle use final=93.4%, Synth logic family=AND-OR/OR-AND gates, mapped cell area=0.00182 mm^2, ANT nets after route=0, H-tree depth=2, cells after synthesis=roughly 110, final tally of max-slew violations=0, Tmin final=1400 ps, Leakage=0.825 nW, DRC errors left=0, CP Cell Sequence=dlygate4sd2_1, bufbuf_16, nand2b_1, nor2_1, buf_4, FF-to-FF End=data_out[3], final count of hold timing violations=0, Final WS setup=98.6 ps, GP Congestion=0.830, antenna violations before repair=0
## area by class of cell
class / count / area, um^2 / area share (%)
clock inverters: 3 / 12.5 / 0.532
inverters: 1 / 3.75 / 0.160
multi-input cells: 54 / 427 / 18.1
flip-flops and latches: 45 / 1350 / 57.4
repair buffers: 38 / 395 / 16.8
well taps: 75 / 93.8 / 3.99
clock buffers: 5 / 68.8 / 2.93
## timing repair
item | 4_1_cts | 5_1_grt
cloned | 2 | 0
pin swaps | 0 | 0
hold endpoints to repair | 0 | 0
setup endpoints to repair | 10 | 8
resized | 5 | 1
## worst reg2reg max path, cell delays in order (launching register included)
cell       delay [ps]
edfxtp_1          370
nor2b_1           140
a2111oi_1         440
a2111oi_2          90
## registers in the layout, summed over array words and instances (netlist names)
register  cells
data_out      5
mem          40
## report_power, final
part / total [mW] / leakage (nW) / internal [mW] / switching (mW)
clock: 0.674 / 0.0430 / 0.313 / 0.361
combinational: 0.235 / 0.371 / 0.131 / 0.104
sequential: 1.45 / 0.411 / 1.43 / 0.0104
total: 2.36 / 0.825 / 1.88 / 0.476
## how the worst max path moves through the flow
stage	startpoint	endpoint	slack, ps	depth (start not counted)
after global routing	data_out[0]	data_out[0]	60	1
final	addr[1]	mem[1][4]	100	5
after CTS	addr[0]	mem[4][0]	0.7	4
## kinds of logic (layout without fill, tap and decap cells)
family	after synthesis	in the layout
flip-flops	45	45
multiplexers	12	12
AND/OR/NAND/NOR	25	25
AND-OR/OR-AND	17	17
buffers and inverters	8	47
## metrics by stage
step / TNS, ps / cell area, um^2 / hold slack, ps
finish: 0 / 2350 / 633
global route: 0 / 2350 / 643
CTS: 0 / 2350 / 637
detailed placement: -12260 / 2200 / 620
global placement: -12780 / 2200 / 643
floorplan: 0 / 1830 / 399
## layer usage
layer  routed length [um]  global-route usage (%)  vias up
met5                    0                       0        -
met4                   61                    2.14        0
met3                  241                    5.22        6
met2                 1510                    17.4       46
met1                 1570                    17.7      520
li1                     -                       -      498
## cell usage in the layout, fill, tap and decap left out, types with 2 or more instances in the layout
master           count
a211oi_1             2
nand2_1              2
dlygate4sd2_1        2
nor2_1               7
clkbuf_8             5
edfxtp_1            45
clkinv_1             2
o22ai_1              4
buf_12               2
o2bb2ai_1            2
a2111oi_1            2
bufbuf_16            2
mux2_1               5
nor3_1               2
mux2i_1              4
nand2b_1             5
nor2b_1              3
clkdlybuf4s50_1     11
mux2_2               2
buf_4               20
Power and IR drop assume default switching activity.
